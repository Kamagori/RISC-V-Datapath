## flow/config.mk

```make
export PLATFORM = sky130hd
export DESIGN_NAME = Mux2
export DESIGN_NICKNAME = Mux2
export VERILOG_FILES = /design/flow/design.v
export SDC_FILE = /design/flow/constraint.sdc
export NUM_CORES = 4
export LEC_CHECK = 1
export CORE_AREA = 10 10 70 70
export DIE_AREA = 0 0 80 80
```

## flow/constraint.sdc

```tcl
current_design Mux2

set clk_period 1.0
set clk_io_pct 0.2

create_clock -name clk0 -period $clk_period

set non_clock_inputs [all_inputs -no_clocks]
set_input_delay [expr $clk_period * $clk_io_pct] -clock clk0 $non_clock_inputs
set_output_delay [expr $clk_period * $clk_io_pct] -clock clk0 [all_outputs]
```

## flow/design.v

```verilog
module Registradores (R1, R2, WriteR, DadosEscritos, RegistradorEsc, Data1, Data2, MemoriaMov, reset, clock);
    reg [31:0] RF [31:0];
    integer i;
    input RegistradorEsc, MemoriaMov, reset, clock;
    output [31:0] Data1, Data2;
    input [4:0] R1, R2, WriteR;
    input [31:0] DadosEscritos;
    always @ (reset) begin 
        RF[0] <= 0;
        RF[1] <= 32'd1; 
        RF[2] <= 32'd2; 
        RF[3] <= 32'd3; 
        RF[4] <= 32'd4; 
        RF[5] <= 32'd5; 
        RF[6] <= 32'd6; 
        RF[7] <= 32'd7; 
        RF[8] <= 32'd8; 
        RF[9] <= 32'd9; 
        RF[10] <= 32'd10; 
        RF[11] <= 32'd11; 
        RF[12] <= 32'd12; 
        RF[13] <= 32'd13; 
        RF[14] <= 32'd14; 
        RF[15] <= 32'd15; 
        RF[16] <= 32'd16; 
        RF[17] <= 32'd17; 
        RF[18] <= 32'd18; 
        RF[19] <= 32'd19; 
        RF[20] <= 32'd20; 
        RF[21] <= 32'd21; 
        RF[22] <= 32'd22; 
        RF[23] <= 32'd23; 
        RF[24] <= 32'd24; 
        RF[25] <= 32'd25; 
        RF[26] <= 32'd26; 
        RF[27] <= 32'd27; 
        RF[28] <= 32'd28; 
        RF[29] <= 32'd29; 
        RF[30] <= 32'd30; 
        RF[31] <= 32'd31; 
    end
    assign Data1 = RF[R1];
    assign Data2 = RF[R2];
    always  @(posedge clock) begin 
        if (RegistradorEsc) begin
	    RF[WriteR] <= DadosEscritos;
        end
    end    
endmodule
module Control (Opcode, ALUSrc, MemoriaMov, RegistradorEsc, MemoriaLida, MemoriaEscrita, Branch, ALUOp1, ALUOp0);
    input wire [6:0] Opcode;
    output reg ALUSrc, MemoriaMov, RegistradorEsc, MemoriaLida, MemoriaEscrita, Branch, ALUOp1, ALUOp0;
    parameter TipoR = 7'b0110011;
    parameter TipoI = 7'b0000011;
    parameter TipoS = 7'b0100011;
    parameter TipoSB = 7'b1100011;
    always @ (Opcode) begin
        case (Opcode)
            TipoR: begin
                ALUSrc <= 0;
                MemoriaMov <= 0;
                RegistradorEsc <= 1;
                MemoriaLida <= 0;
                MemoriaEscrita <= 0;
                Branch <= 0;
                ALUOp1 <= 1;
                ALUOp0 <= 0;
            end
            TipoI: begin
                ALUSrc <= 1;
                MemoriaMov <= 1;
                RegistradorEsc <= 1;
                MemoriaLida <= 1;
                MemoriaEscrita <= 0;
                Branch <= 0;
                ALUOp1 <= 0;
                ALUOp0 <= 0;
            end
            TipoS: begin
                ALUSrc <= 1;
                MemoriaMov <= 0;
                RegistradorEsc <= 0;
                MemoriaLida <= 0;
                MemoriaEscrita <= 1;
                Branch <= 0;
                ALUOp1 <= 0;
                ALUOp0 <= 0;
            end
            TipoSB: begin
                ALUSrc <= 0;
                MemoriaMov <= 0;
                RegistradorEsc <= 0;
                MemoriaLida <= 0;
                MemoriaEscrita <= 0;
                Branch <= 1;
                ALUOp1 <= 0;
                ALUOp0 <= 1;
            end
            default: begin
                ALUSrc <= 0;
                MemoriaMov <= 0;
                RegistradorEsc <= 0;
                MemoriaLida <= 0;
                MemoriaEscrita <= 0;
                Branch <= 0;
                ALUOp1 <= 0;
                ALUOp0 <= 0;
	    end
        endcase
    end
endmodule
module ExtenderSinalFunct (instrucao, sinal_extendido);
    input wire [31:0] instrucao;
    output reg [31:0] sinal_extendido;
    parameter TipoI = 7'b0000011;
    parameter TipoS = 7'b0100011;
    parameter TipoSB = 7'b1100011;
    always @ (instrucao) begin
        case (instrucao[6:0])
            TipoI: sinal_extendido <= {{52{instrucao[31]}}, instrucao[31:20]};
            TipoS: sinal_extendido <= {{52{instrucao[31]}}, instrucao[31:25], instrucao[11:7]};
            TipoSB: sinal_extendido <= {{52{instrucao[31]}}, instrucao[31], instrucao[7], instrucao[30:25], instrucao[11:8]};
            default: sinal_extendido <= 1'b1;
        endcase
    end    
endmodule
module Mux2 (In1, In2, Escolha, Out);
    input [31:0] In1, In2;
    input Escolha;
    output reg [31:0] Out;
    always @(In1, In2, Escolha) begin 
        case (Escolha)
            1: Out <= In2;
            default: Out <= In1;
        endcase 
    end
endmodule
module ALUControl (instrucao, ALUcontrol, ALUOp0, ALUOp1);
    input ALUOp0, ALUOp1;
    input wire [31:0] instrucao;
    output reg [3:0] ALUcontrol;
    wire [3:0] possibilidades;
    assign possibilidades = {instrucao[30], instrucao[14:12]};
    always @(ALUOp1 or ALUOp0 or possibilidades) begin
        if(ALUOp0 == 0 & ALUOp1 == 0) begin
            ALUcontrol <= 4'b0010;
        end 
        else if(ALUOp0==1) begin
            ALUcontrol<=4'b0110;
        end 
        else begin
            case (possibilidades)
                0: ALUcontrol<=4'b0010; 
                8: ALUcontrol<=4'b0110; 
                7: ALUcontrol<=4'b0000; 
                6: ALUcontrol<=4'b0001; 
                default: ALUcontrol<=4'b1111;
            endcase
        end
    end
endmodule
```

## flow/run.sh

```bash
#!/bin/bash
# OpenROAD 26Q1-2900-gdf79404cd8, Yosys 0.63+post, stock flow scripts
make -C /OpenROAD-flow-scripts/flow DESIGN_CONFIG=/design/flow/config.mk WORK_HOME=/design/flow/orfs finish
```

==> results.txt <==
DRC marker count from the first detailed-route iteration - 2
top cells by count - mux2_4 (30), buf_12 (3), mux2_2 (2)
count of tool warnings - 34
routability congestion estimate - 0.778
DIE WIDTH - 80 um
Pleak - 0.833 nW
first-pass iteration count of the detailed router - 2
cell area after layout - 0.00151 mm^2
distinct cell type count after synthesis - 4
largest net degree at the start of global routing - 10
share of layout cells above drive strength 1 - 52.6%
final hold violations - 0
vias in the first global route - 760
Period minus WS final - 1090 ps
setup bufs post-CTS - 0
top cells by area - mux2_4 (83%), buf_12 (11%), mux2_2 (4.1%)
max-slew violation count - 0
WL final - 2860 um
Ports - 97
CP endpoint kind - primary output
DR vias/cell - 3.89
fmax - 917 MHz
Worst Setup Start Kind - input port
Crit Path Class - in -> out
cell count listed in synth_stat.txt - 36
Placeable Area - 0.00342 mm^2
Layout Area Growth over Synthesis - 178%
Max IR drop VDD - 0.167 mV
WL/cell - 15.8 um
P per Cell Area - 384 mW/mm^2
max cap viols - 0
Initial Util - 15.9%
synthesized area per cell - 15.1 um^2
Finish-stage setup viols - 32
# clk buffers - 0
Port Buffer Count - 97
Ant. Diodes - 0
Worst EP required - 800 ps
Slew HR - 93.5%
final worst slack - -90.1 ps
Crit Path Max Fanout - 6
antenna violations before repair - 0
hold_ws - 795 ps
slew of the pin with the lowest slew margin - 96.9 ps
unrepaired setup endpoints after global routing - true
DIE AREA - 0.00640 mm^2
Fin Setup TNS - -2350 ps
register area - 0 um^2
status - finished, violations left
YS warnings - 1
fillers - 367
Die Y - 80 um
Critical Path AT - 890 ps
Core Util, Final - 44.3%
total power - 0.581 mW
Syn Inst Count - 36
Detail Route Antenna Nets - 0
Yosys chip area - 544 um^2
dpl cell area - 0.00154 mm^2
Post-Syn Area - 544 um^2
Row Count - 21
DR DRC count - 0
Seq/Total Area, Yosys - 0%
DP HPWL - 2390 um
Synth area leader - mux2_4
Post-CTS Hold Fix Bufs - 0
flip-flops - 0
total global routing track utilization - 7.90%
period utilisation layout - 109%
Worst Hold Class - in -> out
failing checks - setup timing
first-pass GRT wire length - 4100 um
top-area cell type share of the netlist area - 82.8%
via count - 704
most common cell in the netlist - mux2_4
Remaining Overflow, GRT - 0
[worst paths after layout]
| path | depth (start not counted) | slack, ps | startpoint | endpoint |
|---|---|---|---|---|
| worst max-delay path | 4 | -90 | Escolha | Out[6] |
| worst min-delay path | 3 | 800 | In1[24] | Out[24] |
[critical path: stages]
cell and delay (ps):
buf_12 130, clkbuf_16 160, mux2_4 290, buf_2 110
[what timing repair did]
action	CTS	global route
cloned	3	1
setup endpoints to repair	32	32
pin swaps	0	0
gates resized	184	0
[cell families (layout without fill, tap and decap cells)]
logic type | count (synthesis) | after routing | synth area share, %
mux | 32 | 32 | 86.9
buf+inv | 4 | 103 | 13.1
[per-stage QoR]
step | cells | worst slack, ps
final | 181 | -90.1
after global routing | 181 | -108
after CTS | 180 | -91.3
after detailed placement | 177 | -499
after global placement | 177 | -493
after floorplan | 36 | 66.9
[power by group]
group          total, mW  internal (mW)  switching (mW)
Combinational      0.581          0.450           0.131
Sequential             0              0               0
Clock                  0              0               0
[placed cells by master (no fill, tap or decap)]
cell / Yosys / layout
mux2_4: 30 / 32
buf_2: 0 / 18
buf_6: 1 / 14
clkbuf_16: 0 / 1
buf_16: 0 / 3
dlygate4sd2_1: 0 / 64
buf_12: 3 / 3
[per-layer routing]
metal / global-route usage (%) / part of all wire [%] / vias up / routed length [um]
met1: 9.29 / 42 / 313 / 1190
met5: 0 / 0 / - / 0
li1: - / - / 340 / -
met4: 0 / 0 / 0 / 0
met3: 2.95 / 10 / 0 / 293
met2: 14.0 / 48 / 51 / 1370
[cell type report]
class,count,area (um^2),area share [%]
multi-input cells,32,480,31.7
well taps,46,57.6,3.80
repair buffers,103,976,64.5
Power is estimated from default activity; no workload was simulated.
